**design/flow/run.sh**
```bash
#!/bin/bash
# OpenROAD 26Q1-2900-gdf79404cd8, Yosys 0.63+post, stock flow scripts
make -C /OpenROAD-flow-scripts/flow DESIGN_CONFIG=/design/flow/config.mk WORK_HOME=/design/flow/orfs finish
```
**design/flow/config.mk**
```make
export PLATFORM = sky130hd
export DESIGN_NAME = axi_lite_interface
export DESIGN_NICKNAME = axi_lite_interface
export VERILOG_FILES = /design/flow/design.v
export SDC_FILE = /design/flow/constraint.sdc
export NUM_CORES = 4
export LEC_CHECK = 1
export CORE_AREA = 10 10 120 120
export DIE_AREA = 0 0 130 130
```
**design/flow/constraint.sdc**
```tcl
current_design axi_lite_interface

set clk_period 1.2
set clk_io_pct 0.2

create_clock -name clk0 -period $clk_period [get_ports {aclk}]

set non_clock_inputs [all_inputs -no_clocks]
set_input_delay [expr $clk_period * $clk_io_pct] -clock clk0 $non_clock_inputs
set_output_delay [expr $clk_period * $clk_io_pct] -clock clk0 [all_outputs]
```
**design/flow/design.v**
```verilog
`timescale 1ns / 1ps
module axi_lite_interface #(
    parameter AXI_ADDR_WIDTH = 32,
    parameter AXI_DATA_WIDTH = 32
) (
    input  logic                      aclk,
    input  logic                      aresetn,
    input  logic [AXI_ADDR_WIDTH-1:0] s_axi_awaddr,
    input  logic                      s_axi_awvalid,
    output logic                      s_axi_awready,
    input  logic [AXI_DATA_WIDTH-1:0] s_axi_wdata,
    input  logic [AXI_DATA_WIDTH/8-1:0] s_axi_wstrb,
    input  logic                      s_axi_wvalid,
    output logic                      s_axi_wready,
    output reg   [1:0]                s_axi_bresp,
    output reg                        s_axi_bvalid,
    input  logic                      s_axi_bready,
    input  logic [AXI_ADDR_WIDTH-1:0] s_axi_araddr,
    input  logic                      s_axi_arvalid,
    output logic                      s_axi_arready,
    output logic [AXI_DATA_WIDTH-1:0] s_axi_rdata,
    output logic [1:0]                s_axi_rresp,
    output reg                        s_axi_rvalid,
    input  logic                      s_axi_rready,
    output logic [AXI_ADDR_WIDTH-1:0] aw_fifo_wdata,
    output logic                      aw_fifo_wen,
    input  logic                      aw_fifo_full,
    output logic [AXI_DATA_WIDTH + AXI_DATA_WIDTH/8 - 1:0] w_fifo_wdata,
    output logic                      w_fifo_wen,
    input  logic                      w_fifo_full,
    output logic [AXI_ADDR_WIDTH-1:0] ar_fifo_wdata,
    output logic                      ar_fifo_wen,
    input  logic                      ar_fifo_full,
    input  logic [AXI_DATA_WIDTH-1:0] r_fifo_rdata,
    output logic                      r_fifo_ren,
    input  logic                      r_fifo_empty,
    input  logic [1:0]                b_fifo_rdata,
    output logic                      b_fifo_ren,
    input  logic                      b_fifo_empty
);
    assign s_axi_awready = !aw_fifo_full;
    assign s_axi_wready  = !w_fifo_full;
    assign aw_fifo_wen = s_axi_awvalid && s_axi_awready;
    assign aw_fifo_wdata = s_axi_awaddr;
    assign w_fifo_wen = s_axi_wvalid && s_axi_wready;
    assign w_fifo_wdata = {s_axi_wstrb, s_axi_wdata};
    assign s_axi_arready = !ar_fifo_full;
    assign ar_fifo_wen = s_axi_arvalid && s_axi_arready;
    assign ar_fifo_wdata = s_axi_araddr;
    assign b_fifo_ren = s_axi_bvalid && s_axi_bready;
    always @(posedge aclk or negedge aresetn) begin
        if (!aresetn) begin
            s_axi_bvalid <= 1'b0;
            s_axi_bresp  <= 2'b00;
        end else begin
            if (b_fifo_ren) begin
                s_axi_bvalid <= 1'b0;
            end else if (!b_fifo_empty && !s_axi_bvalid) begin
                s_axi_bvalid <= 1'b1;
                s_axi_bresp  <= b_fifo_rdata;  
            end
        end
    end
    assign s_axi_rresp = 2'b00;
    assign r_fifo_ren = s_axi_rvalid && s_axi_rready;
    assign s_axi_rdata = r_fifo_rdata;
    always @(posedge aclk or negedge aresetn) begin
        if (!aresetn) begin
            s_axi_rvalid <= 1'b0;
        end else begin
            if (r_fifo_ren) begin
                s_axi_rvalid <= 1'b0;
            end else if (!r_fifo_empty && !s_axi_rvalid) begin
                s_axi_rvalid <= 1'b1;
            end
        end
    end
endmodule
```
==> impl.org <==
#+TITLE: Physical design notes

** Outcome
- The run finished, with violations left.
- Violations in the final reports :: setup timing

** CTS
- The tree is rooted in a sky130_fd_sc_hd__clkbuf_16.
- CTS tree :: yes
- Post-CTS Hold Buffers :: 0
- Looking at the clock tree report, the H-tree level count equals 1.
- Clk ins delay skew pair :: ~0.22 ns
- For this design, the sink count on the clock tree is 4.
- The registers of the reported paths see a clock transition of approximately 0.030 ns.
- Number of CTS-inserted buffers :: 3
- Counting along the longest clock path gives a buffer depth of 2.

** Final timing
- The most critical hold endpoint after final layout shows a slack of approximately 0.23 ns.
- The routed design could run at a clock period as short as 1.23 ns.
- Top achievable clock speed :: about 810 MHz
- In the final report, the number of pins over their slew limit comes to 0.
- The end-of-flow timing check tallies setup violations at 1.
- Worst path setup slack after routing :: -0.0293 ns
- Final Hold Violating Endpoints :: 0
- Unrepaired setup endpoints after global routing :: true
- Post-Route Skew :: approximately 0.00031 ns
- Post-route period utilization is reported as 102%.

** Detailed routing
- Remaining number of nets flagged by the antenna check after routing :: 0
- For this block, the initial DRC count from the detailed router was 13.
- Final WL :: ~3600 µm
- Via count of the routed design :: ~490
- For this sky-water flow run, the detailed-routed wirelength per cell is reported as between 15 and 20 µm.
- Per the detail_route report, DRC violations left total 0.
- Using the TritonRoute via totals, the vias-per-cell ratio works out to 2.44.
- Length of the first detailed-routing pass in iterations :: 3
- Diode count :: 0

** Worst setup path
- The worst setup path is captured at an output pin.
- The data arrival time reported for the critical path is approximately 1 ns.
- Kind of start point of the critical path :: primary input
- The worst setup path is of the in2out kind.
- Critical path peak fanout :: 1
- Worst Path Required :: approximately 0.96 ns

** Logic synthesis
- Largest logic family :: buffers and inverters
- For reference, the mux area share after synthesis is 2.49%.
- Synthesized registers :: 4
- Cell total in the yosys stat output :: around 150
- XOR Share, Synth :: 0%
- The synthesized netlist has a Yosys-reported chip area of 1210 µm².
- Number of distinct library cell variants in the gate-level netlist after synthesis :: 9
- For reference, full adder, half adder and majority cells occupy 0% of the area reported after synthesis.
- Part of the Yosys area used for sequential elements :: approximately 8.3%
- The cell count after synthesis came out at 154.
- Counting the warning lines in the Yosys log gives 1.
- Post-Synthesis Cell Area :: 1210 µm²
- Share of synthesized cell area in and-or and or-and compound cells :: 0.830%
- Synthesized-area fraction occupied by and/or/nand/nor cells :: 3.11%
- A synthesized cell averages about 8 µm².

** Job
- Max-cap violation count :: 0
- Warnings raised by the tools during the run amount to 27.

** Placed design
- Placer's final routability congestion estimate :: ~0.66
- Number of buffers inserted by port buffering :: 25
- Detailed placer's ending HPWL :: 3010 µm

** Die
- Overall die height :: 130 µm
- During I/O placement, the number of pins put on the boundary was about 300.
- Core Util at FP :: around 10%
- Die outline area :: 16900 µm²
- The floorplan has approximately 40 rows.
- Measured along the x axis, the die boundary spans ~130 µm.
- Area of the core region :: ~12000 µm²

** Global route
- The first global-routing pass estimated 4070 µm of wire.
- The number of global-route vias before repair came to about 520.
- Entering global routing, the biggest net connects 5 pins.
- Global routing used roughly 3.5% of the available tracks.
- Number of antenna violations at the first check in global routing :: 0
- Total congestion overflow :: 0

** Power
- Leak pwr :: 0.289 nW
- In this run the power density over the cells is approximately 1200 nW/µm².
- The design draws just under 0.9 mW.
- Peak ir drop on the vdd network :: approximately 430 µV

** Cells and area
- FILL cells :: between 1000 and 1500
- Most numerous logic cells after layout :: sky130_fd_sc_hd__clkdlybuf4s50_1 (11), sky130_fd_sc_hd__dlygate4sd2_1 (7), sky130_fd_sc_hd__inv_1 (5), sky130_fd_sc_hd__buf_4 (5)
- Cells fill 6.04% of the core in the end.
- Most common library cell in the layout ignoring fill and taps :: sky130_fd_sc_hd__clkdlybuf4s50_1
- The post-route netlist has 37.0% of its cells at a drive strength greater than 1.
- The area growth from synthesis to layout is -40.4%.

** Worst hold path
- Path class of the lowest-slack min-delay path :: in2async
## final timing paths
path,startpoint,to,slack (ns),cells past startpoint
setup / recovery,s_axi_awvalid,aw_fifo_wen,-0.03,3
hold / removal,aresetn,s_axi_rvalid$_DFFE_PN0P_,0.23,1
setup reg to reg,s_axi_bvalid$_DFFE_PN0P_,s_axi_bresp[1]$_DFFE_PN0P_,0.09,3
hold reg to reg,s_axi_rvalid$_DFFE_PN0P_,s_axi_rvalid$_DFFE_PN0P_,0.55,2
max in group asynchronous,aresetn,s_axi_bvalid$_DFFE_PN0P_,0.80,1
min in group clk0,s_axi_araddr[17],ar_fifo_wdata[17],0.48,0
## critical path: stages
cell and delay (ns):
sky130_fd_sc_hd__clkdlybuf4s50_1 0.45, sky130_fd_sc_hd__nor2b_2 0.13, sky130_fd_sc_hd__clkdlybuf4s15_1 0.17
## logic make-up (layout without fill, tap and decap cells)
group / count (synthesis) / in the layout
AOI/OAI and AO/OA: 2 / 2
and+or+nand+nor: 6 / 6
other: 1 / 2
muxes: 2 / 2
DFF: 4 / 4
buffers and inverters: 139 / 38
## layer usage
layer | part of all wire (%) | GRT usage (%) | up-vias
li1 | - | - | 126
met1 | 20 | 2.07 | 145
met2 | 30 | 2.49 | 148
met3 | 37 | 6.87 | 70
met4 | 13 | 4.70 | 2
met5 | 0.96 | 1.85 | -
## report_power, final
group / internal (mW) / leakage [nW] / total (mW) / switching [mW]
clock network: 0.426 / 0.0370 / 0.517 / 0.0912
logic: 0.146 / 0.206 / 0.199 / 0.0534
registers: 0.164 / 0.0460 / 0.179 / 0.0153
## flip-flops by register name (all words and copies together), names as in the netlist
| register | count |
|---|---|
| s_axi_bresp | 2 |
| s_axi_bvalid | 1 |
| s_axi_rvalid | 1 |
## stage by stage
stage / instances / cell area [µm²] / worst slack (ns) / TNS (ns)
after floorplan: 155 / 1210 / 0.246 / 0
after global placement: 197 / 668 / -0.344 / -2.50
after detailed placement: 197 / 668 / -0.346 / -2.53
after CTS: 202 / 738 / -0.0552 / -0.0552
after global routing: 201 / 719 / -0.0444 / -0.0444
final: 201 / 719 / -0.0293 / -0.0293
## cell type report
cell class | count | area [µm²] | share of cell area, %
multi-input combinational | 12 | 92.6 | 12.9
clock buffer | 3 | 75.1 | 10.4
sequential | 4 | 100 | 13.9
timing repair buffer | 30 | 249 | 34.6
tap | 147 | 184 | 25.6
inverter | 5 | 18.8 | 2.61
## what timing repair did
action / in CTS / in global routing
gates resized: 28 / 3
endpoints found under the setup margin: 12 / 4
setup buffers: 4 / 0
endpoints found under the hold margin: 0 / 0
pin swaps: 1 / 0
## cell usage after synthesis
master,count,area (µm²)
sky130_fd_sc_hd__a21oi_1,2,10.0
sky130_fd_sc_hd__and2_1,2,12.5
sky130_fd_sc_hd__buf_4,134,1010
sky130_fd_sc_hd__conb_1,1,3.75
sky130_fd_sc_hd__dfrtp_1,4,100
sky130_fd_sc_hd__inv_1,5,18.8
sky130_fd_sc_hd__mux2_4,2,30.0
sky130_fd_sc_hd__nor2_2,1,6.26
sky130_fd_sc_hd__nor2b_1,3,18.8
Power figures rest on the tool's default switching activity, not on a simulated workload.
