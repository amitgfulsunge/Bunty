$ cat ./constraint.sdc
current_design fifo_flat1

set clk_period 4.6
set clk_io_pct 0.2

create_clock -name clk0 -period $clk_period [get_ports {rclk}]
create_clock -name clk1 -period $clk_period [get_ports {wclk}]

set non_clock_inputs [all_inputs -no_clocks]
set_input_delay [expr $clk_period * $clk_io_pct] -clock clk0 $non_clock_inputs
set_output_delay [expr $clk_period * $clk_io_pct] -clock clk0 [all_outputs]
$ cat ./run.sh
#!/bin/bash
# OpenROAD 26Q1-2900-gdf79404cd8, Yosys 0.63+post, stock flow scripts
make -C /OpenROAD-flow-scripts/flow DESIGN_CONFIG=/design/flow/config.mk WORK_HOME=/design/flow/orfs finish
$ cat ./config.mk
export PLATFORM = sky130hd
export DESIGN_NAME = fifo_flat1
export DESIGN_NICKNAME = fifo_flat1
export VERILOG_FILES = /design/flow/design.v
export SDC_FILE = /design/flow/constraint.sdc
export NUM_CORES = 4
export LEC_CHECK = 1
export CORE_UTILIZATION = 40
$ cat ./design.v
`timescale 1ns / 1ps
module fifo_flat1 #(
    parameter DSIZE = 8,    
    parameter ASIZE = 4     
) (
    output [DSIZE-1:0] rdata,    
    output reg         wfull,    
    output reg         rempty,   
    input [DSIZE-1:0]  wdata,    
    input              winc,     
    input              wclk,     
    input              wrst_n,   
    input              rinc,     
    input              rclk,     
    input              rrst_n    
);
    localparam DEPTH = 1 << ASIZE;
    reg [DSIZE-1:0] mem [0:DEPTH-1];
    reg  [ASIZE:0]  wptr;
    reg  [ASIZE:0]  wbin;
    wire [ASIZE-1:0] waddr;
    wire [ASIZE:0]  wgray_next;
    wire           wfull_val;
    reg  [ASIZE:0]  rptr;
    reg  [ASIZE:0]  rbin;
    wire [ASIZE-1:0] raddr;
    wire [ASIZE:0]  rgray_next;
    wire           rempty_val;
    reg [ASIZE:0] wq1_rptr, wq2_rptr;
    reg [ASIZE:0] rq1_wptr, rq2_wptr;
    assign waddr = wbin[ASIZE-1:0];
    assign wgray_next = ((wbin + (winc & ~wfull)) >> 1) ^ (wbin + (winc & ~wfull));
    assign wfull_val = (wgray_next == {~wq2_rptr[ASIZE:ASIZE-1], wq2_rptr[ASIZE-2:0]});
    always @(posedge wclk or negedge wrst_n) begin
        if (!wrst_n) begin
            wbin  <= 0;
            wptr  <= 0;
            wfull <= 1'b0;
        end else begin
            wbin <= wbin + (winc & ~wfull);
            wptr <= wgray_next;
            wfull <= wfull_val;
        end
    end
    assign raddr = rbin[ASIZE-1:0];
    assign rgray_next = ((rbin + (rinc & ~rempty)) >> 1) ^ (rbin + (rinc & ~rempty));
    assign rempty_val = (rgray_next == rq2_wptr);
    always @(posedge rclk or negedge rrst_n) begin
        if (!rrst_n) begin
            rbin   <= 0;
            rptr   <= 0;
            rempty <= 1'b1;
        end else begin
            rbin <= rbin + (rinc & ~rempty);
            rptr <= rgray_next;
            rempty <= rempty_val;
        end
    end
    always @(posedge wclk or negedge wrst_n) begin
        if (!wrst_n) begin
            wq1_rptr <= 0;
            wq2_rptr <= 0;
        end else begin
            wq1_rptr <= rptr;
            wq2_rptr <= wq1_rptr;
        end
    end
    always @(posedge rclk or negedge rrst_n) begin
        if (!rrst_n) begin
            rq1_wptr <= 0;
            rq2_wptr <= 0;
        end else begin
            rq1_wptr <= wptr;
            rq2_wptr <= rq1_wptr;
        end
    end
    always @(posedge wclk) begin
        if (winc && !wfull) begin
            mem[waddr] <= wdata;
        end
    end
    assign rdata = mem[raddr];
endmodule
==> notes.md <==
Implementation progress

The run finished with clean final reports. The maximum number of pins on one net before global-route repair stands at 36. The post-detailed-route count of antenna-violating nets stands at 0. The die covers 16300 sq um. The global-route wire length before repair stands at 18.7 mm. STA classifies the critical path endpoint as an output port. Looking at the reg2reg group, the worst path starts from rbin[0]$_DFF_PN0_. The analysis attributes to cell leakage a power of 2.67 nW. Wires add up to 12.0 mm. The total global routing overflow stands at 0. Total power normalized to cell area comes to 677 nW/um^2. STA classifies the critical path startpoint as a flop. The warning total across the stage logs stands at 26.

The via density per instance stands at 5.09. The number of distinct library cell variants in the gate-level netlist after synthesis stands at 31. The power spent charging and discharging nets stands at 1.41 mW. The port buffer count stands at 22.

The longest incremental delay of any stage on the critical path is reported as 0.60 ns. The fraction of the core area covered by cells at the end of the flow stands at 49.8%. The top cell types in the final layout, fill and taps aside, are edfxtp_1, dfrtp_1, mux4_2, clkdlybuf4s50_1, buf_4. The number of antenna diodes in the final layout is 0.

Of the synthesized area, sequential elements account for 76.5%. The post-CTS hold buffer count recorded in the log is 0. Per the post-place timing report, worst setup slack is 1.18 ns. The number of placement rows stands at 45. Per report_power, the sequential group accounts for 40.7% of the total.

The setup slack of the critical path after layout stands at 0.991 ns. For the final routed database, the setup TNS stands at 0 ns. The worst hold path begins at rptr[0]$_DFF_PN0_.

The number of instances resized during post-cts repair stands at 0. The max-slew violation total from the final report stands at 0. The setup-violating endpoint count in the final report stands at 0. The number of global-route vias before repair was 3319. The critical path starts at rbin[0]$_DFF_PN0_. Per the synthesis report, the single largest cell type by area occupies 60.7% of cell area. The summed standard-cell area reported by yosys stands at 6330 sq um. The number of synthesis warnings stands at 1.

The layout cell share with drive strength beyond 1 stands at 22.9%. The count of vias placed by the detailed router stands at 3008. The data arrival time reported for the critical path is 2.69 ns. Per the synth stats, the proportion of register bits with asynchronous set or reset is 23.8%. The die is 128 microns tall. The cell count after synthesis came out at 314.

The required time of the critical path stands at 3.68 ns. The max-cap check violation count stands at 0. The combinational group share of total power stands at 27.6%. Max fanout on the critical path was recorded as 23.

The number of antenna violations at the first check in global routing stands at 0. Summed over all nets, the half-perimeter wirelength after detailed placement is 7.47 mm. The post-CTS clock slew at the launch and capture registers of the worst setup and hold paths stands at 0.06 ns. The synthesis report lists the most area-consuming cells as edfxtp_1, dfrtp_1, mux4_2, a22oi_1, xor2_1. The average footprint of a synthesized cell stands at 20.2 sq um.

Endpoints failing hold in the final report were tallied at 0. TritonCTS built the clock tree. The post-route DRC violation count stands at 0. The cell sequence reported for the critical path is buf_4 > mux4_2 > a22oi_1 > nand2_1 > clkdlybuf4s50_1.

The number of standard cells reported by yosys stands at 314. The first-pass iteration count of the detailed router stands at 4. Global routing consumed, over all layers together, 17.4% of the routing resources. Per the power-grid run, VDD falls by no more than 0.000431 V. The die extent in x stands at 128 microns. In this run, synthesis inferred 128 flip-flops with an integrated enable. Setup repair after global routing left no endpoint under its margin. The initial utilization of the core area, before any placement, comes to 41.3%. The power report attributes to the clock group a share of 31.7%.

24 I/O pins were placed. The number of DRC markers in iteration 0 stands at 228. Per the synthesis report, the dominant area consumer among library cells is edfxtp_1.

The setup fix buffers added after clock tree synthesis stands at 0. The area of the mapped netlist stands at 6330 sq um. In the synthesized netlist the dominant register cell turns out to be edfxtp_1. The tree built by TritonCTS fans out to 168 sinks. The worst slew margin relative to its limit stands at 45.8%. The core footprint stands at 15300 sq um. Per the cell usage report, the commonest logic cell in the layout is edfxtp_1. The transition time recorded at the tightest slew-check pin is 0.810 ns.

By startpoint and endpoint, the worst setup path is classified as reg -> out. Per the layout report, the design carries 1251 filler cells. The power report shows net switching accounting for 27.3% of the total. The clock skew after layout stands at 0.00831 ns. Between the synthesized netlist and the finished layout, the area growth was recorded as 20.6%. The synthesized flop and latch total stands at 168. The path class of the tightest hold or removal check is reg -> reg. Routability-driven placement finished with a final weighted congestion of 0.796. The internal power of the cells totals 3.75 mW. The largest individual stage delay along the critical path comes from the cell dfrtp_2. The per-cell routed wire length stands at 20.2 microns.
## state kept, by name, summed over array words and instances (netlist names)
register / flops
rbin: 4
wbin: 4
rptr: 5
wptr: 5
rq1_wptr: 5
wq2_rptr: 5
rq2_wptr: 5
wq1_rptr: 5
mem: 128
rempty: 1
wfull: 1
## area by class of cell
cell class                 instances  area (sq um)  share of cell area (%)
tap                              211           264                    3.46
multi-input combinational        129          1420                    18.5
clock buffer                      26           533                    6.98
timing repair buffer              43           378                    4.95
clock inverter                    10           180                    2.36
sequential                       168          4850                    63.5
inverter                           4          15.0                   0.197
## per-stage QoR
stage                     hold WS [ns]  area [sq um]  total power [mW]  instances
after floorplan                  0.331          6330              3.04        314
after global placement           0.333          6920              3.56        555
after detailed placement         0.336          6920              3.57        555
after CTS                        0.178          7630              5.23        591
after global routing             0.177          7630              5.44        591
final                            0.185          7630              5.16        591
## worst paths after layout
check,slack (ns),cells past startpoint,to
hold / removal,0.18,0,wq1_rptr[0]$_DFF_PN0_
min in group clk0,0.34,0,rq2_wptr[2]$_DFF_PN0_
max in group clk1,1.76,7,wfull$_DFF_PN0_
setup / recovery,0.99,5,rdata[3]
min in group asynchronous,0.84,2,wfull$_DFF_PN0_
setup reg to reg,1.81,7,rempty$_DFF_PN1_
hold reg to reg,0.18,0,wq1_rptr[0]$_DFF_PN0_
max in group asynchronous,3.33,2,rempty$_DFF_PN1_
## routing by layer
metal	GRT usage, %	vias to the layer above	share of wire, %
li1	-	1339	-
met1	25.7	1530	41
met2	25.2	128	47
met3	10.0	11	11
met4	2.63	0	0.97
met5	0	-	0
## cells by family (layout without fill, tap and decap cells)
| family | Yosys count | count (layout) | synth area share, % |
|---|---|---|---|
| mux | 32 | 32 | 11.4 |
| simple gates | 49 | 49 | 3.93 |
| buf+inv | 17 | 83 | 1.11 |
| flops | 168 | 168 | 76.5 |
| compound gates | 21 | 21 | 2.63 |
| fa+ha+maj | 4 | 4 | 0.791 |
| xor+xnor | 23 | 23 | 3.62 |
## synth_stat cells, drive strengths merged (4+ instances only)
library cell	number
mux4	32
nand2	9
inv	4
ha	4
xnor2	9
a22oi	17
dfrtp	39
edfxtp	128
nand3	6
nor3	4
xor2	12
nor2	13
buf	7
clkbuf	6
## power groups by stage
| stage | clock network (mW) | registers (mW) | logic (mW) |
|---|---|---|---|
| finish | 1.64 | 2.10 | 1.43 |
| global route | 1.73 | 2.14 | 1.57 |
| CTS | 1.66 | 2.11 | 1.46 |
## worst max-delay path, delay by kind of cell (launching register included)
family	cells	cell delay, ns
muxes	1	0.56
and+or+nand+nor	1	0.08
DFF	1	0.60
buffers and inverters	2	0.90
AOI/OAI and AO/OA	1	0.26
Power figures rest on the tool's default switching activity, not on a simulated workload.
